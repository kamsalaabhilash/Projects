### flow/config.mk
export PLATFORM = sky130hd
export DESIGN_NAME = seq_1010
export DESIGN_NICKNAME = seq_1010
export VERILOG_FILES = /design/flow/design.v
export SDC_FILE = /design/flow/constraint.sdc
export NUM_CORES = 4
export LEC_CHECK = 1
export CORE_AREA = 10 10 70 70
export DIE_AREA = 0 0 80 80
### flow/design.v
`timescale 1ns / 1ps
module seq_1010(
    input i_clock,
    input i_reset,
    input i_btn,
    output o_led
) ;
localparam [2:0]  s0 = 0, s1 = 1, s2 = 2, s3 = 3, s4 = 4;
reg [2:0] state, next_state;
always@(posedge i_clock) begin
    if(i_reset)
        state <= 3'b000;
    else
        state <= next_state;
end
always@(*) begin
    next_state = state;
    case(state)
        s0: next_state <= i_btn ? s1 : s0; 
        s1: next_state <= i_btn ? s1 : s2;
        s2: next_state <= i_btn ? s3 : s0;
        s3: next_state <= i_btn ? s1 : s4;
        s4: next_state <= i_btn ? s3 : s0;     
   endcase
end    
assign o_led =(state == s4) ? 1 : 0;
endmodule
### flow/run.sh
#!/bin/bash
# OpenROAD 26Q1-2900-gdf79404cd8, Yosys 0.63+post, stock flow scripts
make -C /OpenROAD-flow-scripts/flow DESIGN_CONFIG=/design/flow/config.mk WORK_HOME=/design/flow/orfs finish
### flow/constraint.sdc
current_design seq_1010

set clk_period 1.0
set clk_io_pct 0.2

create_clock -name clk0 -period $clk_period [get_ports {i_clock}]

set non_clock_inputs [all_inputs -no_clocks]
set_input_delay [expr $clk_period * $clk_io_pct] -clock clk0 $non_clock_inputs
set_output_delay [expr $clk_period * $clk_io_pct] -clock clk0 [all_outputs]
==> COMMIT_EDITMSG <==
Refresh implementation metrics

- The initial antenna violation count came to 0.
- CTS reports a maximum clock tree buffer depth of 2.
* RSZ-0062 raised after global routing: false
- STA classifies the critical path endpoint as a primary output.
* Max-slew violations: 0
- The initialized floorplan defines 21 standard-cell rows.
* Total number of vias: 117
- Slowest stage delay, CP: 0.32 ns
- Number of clock sinks: 5
* Count of buffers inserted at the top-level ports: 3
* OpenROAD warnings: 25
- Share of cells above drive strength 1: 28.6%
- Met3 routing resource usage after global routing: 2.84%
* Registers, synthesis: 5
- met3 is the most crowded layer.
* Total Wirelength: 362 um
- The worst path in the final design needs a cycle of 0.921 ns, including I/O delays and setup.
* Cell chosen for the clock root: sky130_fd_sc_hd__clkbuf_4
- For reference, the critical path cell chain is clkdlybuf4s15_1.
- Power Internal: 0.000376 W
* Largest net degree at the start of global routing: 5
- After the first detailed-routing iteration, the DRC count stood at 3.
* Gate family responsible for the most delay along the worst path: flip-flops
- Worst Hold Class: flop to flop
* Fillers: 404
* Die area: 6400 um2
* P&R area growth vs syn: 73.4%
- The slowest stage of the critical path is the sky130_fd_sc_hd__dfxtp_2 cell.
- In this run the cell area of the synthesized design comes to 160 um2.
- Max-cap check violation count: 0
* Post-synthesis sequential area ratio: 62.5%
* Mapped Cells: 14
- Met2 track demand over resource: 1.52%
- Aggregate global routing overflow: 0
- Clock skew on the completed layout was measured at 0.000988 ns.
- Internal reg-to-reg setup slack: 0.31 ns
* Total count of hold-check failures in the final report: 0
* Worst path bufs/invs: 1
- Per the post-synthesis stats, the area per cell is 11.4 um2.
- In this run the vertical extent of the chip is 80 um.
- Die x size: 80 um
* Power per Cell Area: 1720 nW/um2
- Vias in the first global route: 134
- Crit Path Max Fanout: 2
- Number of iterations in the first detailed-routing pass: 2
- In the layout the commonest cells are 4 x sky130_fd_sc_hd__nor2_1, 4 x sky130_fd_sc_hd__dfxtp_1, 3 x sky130_fd_sc_hd__clkbuf_4.
- Per the slew report, the remaining headroom to the max-slew limit stands at 85.0%.
* Main area contributors: sky130_fd_sc_hd__dfxtp_1 63%, sky130_fd_sc_hd__nor2_1 9.4%, sky130_fd_sc_hd__nor3b_1 9.4%
* Inserted Clock Buffers: 3
* Top register by number of flip-flops: state
- The share of synthesized area in the top cell type comes to 62.5%.
- In this run, the combinational gates consume 6.2% of the power.
- Switching power as a share of total power: 21.0%
- Hold_ws: 0.467 ns
* Maximum resistive drop on vdd: 0.316 mV
- For this design the static power due to leakage is 0.0898 nW.
- All-layer global routing usage: 1.44%
- Proportion of power drawn by the clock network: 49.5%
* Power share of the sequential group: 44.4%
- The register with the most flip-flops in the layout has 5 of them.
- The flow ran to the end, and the final reports show no timing, DRC or antenna violations.
- Synthesized chip area reported by yosys: 160 um2
* Number of routed nets with antenna violations: 0
* CTS tree: yes
- After detailed routing, the number of vias per cell comes to 1.72.
- The last timing report of the flow puts the setup violation total at 0.
- Finished Core Util: 8.13%
- I/O Pins: 4
* Crit path required time: 0.80 ns
- Share of the cycle needed by the critical path after routing: 92.1%
- Data arrives at the worst endpoint at 0.72 ns.
- Reg clk slew, reported paths: 0.04 ns
- Distinct cells, synth: 6
- The worst setup path is launched from a flop.
- Clk Latency, worst-skew pair: 0.24 ns
- The warning tally printed by Yosys for this design is 1.
- The worst setup path is of the flop to primary output kind.
* Count of instantiated cells in the yosys netlist: 14
* Pre-Place Util: 4.69%
- The region available for standard cell placement spans 3420 um2.
* Global-route track usage on met1: 1.06%
* Count of H-tree levels built during CTS: 1
- Regs by FF count: state: 5 flops
- Post-synthesis cell type with the largest combined area: sky130_fd_sc_hd__dfxtp_1
- Final weighted congestion in routability-driven placement: 0.631
- In the routed design, unresolved DRC markers number 0.
- Switch Pwr: 0.000100 W
- Looking at the max-slew report, the worst-margin pin has a slew of 0.225 ns.
* Highest Clock Rate: 1090 MHz
- Wire length of the first global-routing pass: 600 um
* Routed WL per cell: 5.32 um
## cell usage after synthesis (all sizes together)
| cell | instances |
|---|---|
| dfxtp | 5 |
| a21boi | 1 |
| nand2b | 1 |
| nor3b | 2 |
| nor2 | 4 |
| nor3 | 1 |
## kinds of logic (layout without fill, tap and decap cells)
group           count (synthesis)  in the layout  share of synthesized area [%]
buf+inv                         0              7                              0
flops                           5              5                           62.5
other cells                     0              1                              0
compound gates                  1              1                           7.03
simple gates                    8              8                           30.5
## final cells by class
cell class	instances	area (um2)	area share [%]
Timing Repair Buffer	3	30.0	10.8
Clock buffer	4	26.3	9.46
Tap cell	46	57.6	20.7
Sequential cell	5	101	36.5
Multi-Input combinational cell	9	60.1	21.6
Antenna cell	1	2.50	0.901
## stage by stage
stage          setup slack (ns)  cell area (um2)  instances  TNS [ns]  total power (W)
2_1_floorplan             0.393              160         14         0         0.000229
3_3_place_gp            -0.0849              248         63    -0.133         0.000242
3_5_place_dp             -0.110              248         63    -0.214         0.000244
4_1_cts                 0.00501              274         67         0         0.000487
5_1_grt                  0.0508              275         67         0         0.000508
6_report                 0.0787              278         68         0         0.000476
## final timing paths
path,from,end,cells after the start
hold reg to reg,state[4],state[1],1
setup reg to reg,state[1],state[0],2
setup / recovery,state[1],o_led,1
hold / removal,state[4],state[1],1
## repair_timing
item | 4_1_cts | 5_1_grt
gates cloned | 0 | 0
setup endpoints to repair | 1 | 1
resized | 2 | 1
hold buffers | 0 | 0
buffers inserted | 0 | 0
## layer usage
metal | share of wire, % | up-vias
met2 | 32 | 6
li1 | - | 62
met1 | 44 | 49
met5 | 0 | -
met3 | 23 | 0
met4 | 0 | 0
## power groups by stage
stage | Combinational (W) | Clock [W] | Sequential [W]
6_report | 0.0000293 | 0.000236 | 0.000212
5_1_grt | 0.0000322 | 0.000264 | 0.000212
4_1_cts | 0.0000292 | 0.000246 | 0.000212
Power and IR drop assume default switching activity.
